$ cat design.v
`timescale 1ns / 1ps
module Deco_escribirdato( 
input enE,
output reg band,
output reg [7:0]decoder_out,
input[2:0] cuentaE
    );
always@*
begin
	if(enE)
	begin
	case (cuentaE) 
				3'b000 : decoder_out = 8'h16;
				3'b001 : decoder_out = 8'h0;
				3'b010 : decoder_out = 8'b11010010; 
				3'b011: decoder_out= 8'h0;
		default decoder_out= 8'h0; 
		endcase
		end
	else 
	decoder_out= 8'h0;	
end
always@*
begin
		if(cuentaE==3'b100)begin
			band = 1'b1;end
		 else
		 band = 1'b0;
	end
endmodule
`timescale 1ns / 1ps
module Inicializacion(
   	input clk,
		input SEL1,
		input SEL2,
		input resetI,
		input enI,
		output band,
		output  [7:0] qI,
		output  ADI,
		output  RDI,
		output  WRI,
		output  CSI
    );
wire d; 
wire cuentaI;
wire [7:0] data;
wire [7:0] dir;
wire rd1;
wire ad1;
wire cs1;
wire wr1;
wire rd2;
wire ad2;
wire cs2;
wire wr2;
wire [2:0] salida2;
wire [2:0] salida1;
Tiempos_ADD DIR (
    .clkAD(clk), 
    .enAD(enI), 
    .resetAD(resetI), 
    .CS(cs1), 
    .RD(rd1), 
    .WR(wr1), 
    .AD(ad1), 
    .DIR(DIR_clk)
    );
Tiempo_escrituravb  datos(
    .clkW(clk), 
    .enW(enI), 
    .resetW(resetI), 
    .CS(cs2), 
    .RD(rd2), 
    .WR(wr2), 
    .AD(ad2), 
    .data(Dir_clk)
    );
contador_inicializacion cuenta_dir (
    .En(enI), 
    .clk(DIR_clk), 
    .reset(resetI), 
    .salida(salida2)
    );
contador_para_wr_in otrocontador (
    .En(enI), 
    .clk(Dir_clk), 
    .reset(resetI), 
    .salida(salida1)
    );
deco_inicio Direccion (
    .en(enI), 
    .datos(dir), 
    .cuenta(salida2)
    );
Deco_escribirdato Contenido (
    .enE(enI), 
    .decoder_out(data), 
    .cuentaE(salida1), 
	 .band(band)
    );
mux_inicio Selec_dir_data (
    .In_data(data), 
    .In_dir(dir), 
    .Out_RTC(qI), 
    .Sel1(SEL1),  
    .Sel2(SEL2), 
    .AD1(ad1), 
    .RD1(rd1), 
    .CS1(cs1), 
    .WR1(wr1),  
    .AD2(ad2), 
    .RD2(rd2), 
    .CS2(cs2), 
    .WR2(wr2), 
    .AD(ADI), 
    .RD(RDI), 
    .CS(CSI), 
    .WR(WRI)
    );
endmodule
`timescale 1ns / 1ps
module Inicio(
input EN,
input clki,
output band,
input reset,
output [7:0] datainicio,
output ADinicio, 
output CSinicio,
output WRinicio,
output RDinicio
    );
wire C1;
wire [5:0] cuenta_deco;
Inicializacion Principal(
    .clk(C1),  
    .SEL1(C1), 
    .SEL2(C2), 
    .resetI(reset), 
    .enI(EN), 
    .qI(datainicio), 
    .ADI(ADinicio), 
    .RDI(RDinicio), 
    .WRI(WRinicio), 
    .CSI(CSinicio),
	 .band(band)
    );
control_inicio Cuentainicio (
    .En(EN), 
    .clk(clki), 
    .reset(reset), 
    .salida(cuenta_deco)
    );
deco_control_inicio DecoInicio(
    .count(cuenta_deco), 
    .CLK1(C1), 
    .CLK2(C2)
    );
endmodule
`timescale 1ns / 1ps
module Tiempos_ADD
(		input wire clkAD,
		input wire enAD,
		input resetAD,
		output reg CS,
		output reg RD,
		output reg WR,
		output reg AD,
		output reg DIR
    );
reg [3:0]q_actAD;
reg [3:0]q_nextAD;
reg [3:0]q_actAD1;
reg [3:0]q_nextAD1;
always@(posedge clkAD,posedge resetAD)
	if(resetAD) begin
		q_actAD <= 4'b0;
		q_actAD1 <= 4'b0;
		end
	else  begin
		q_actAD <= q_nextAD;
		q_actAD1 <= q_nextAD1;
		end
always@*
begin
	if(enAD) begin
		if(q_actAD <=4'd11) begin
			q_nextAD = q_actAD + 4'b1;
			if (q_actAD <= 4'd10) begin
				AD <= 1'b0;end
			else 	AD <= 1'b1; 
		end
		else 		q_nextAD = 4'b0;	AD <= 1'b1; 
	end
	else begin q_nextAD = 4'b0;	AD <= 1'b0;end
end
always@*
begin
	if(enAD) begin
		if(q_actAD <= 4'd11) begin
			q_nextAD = q_actAD + 4'b1;
			if (q_actAD <= 4'd11) begin
				RD<= 1'b1;end
			else 	RD <= 1'b1; 
		end
		else 		q_nextAD = 4'b0; RD <= 1'b0;
	end
	else begin q_nextAD = 4'b0;	
			RD <= 1'b0;end
end
always@*
begin
	if(enAD)
		begin 
		if(q_actAD <=4'd11) begin
			q_nextAD = q_actAD + 4'b1;
				if (q_actAD >=4'd2) begin
					WR<= 1'b0; 
						if (q_actAD >=4'd8) begin 
							WR<= 1'b1; end
						else
							WR<= 1'b0; 
				end
				else 	WR<= 1'b1;
			end
			else begin q_nextAD = 4'b0;WR<= 1'b0; end  
	end
	else begin q_nextAD = 4'b0;	WR <= 1'b0;end
end
always@*
begin
		if(enAD)
		begin 
		if(q_actAD <=4'd11) begin
			q_nextAD = q_actAD + 4'b1;
				if (q_actAD >= 4'd1) begin
					CS<= 1'b0; 
						if (q_actAD >= 4'd10) begin 
							CS<= 1'b1; end
						else
							CS<= 1'b0; 
				end
				else 	CS<= 1'b1;
			end
		else begin q_nextAD = 4'b0; CS<= 1'b1;end
	end
	else begin q_nextAD = 0; 	CS <= 1'b0; end
end
always@*
begin
		if(enAD)
		begin 
		if(q_actAD1 <=4'd13) begin
				q_nextAD1 = q_actAD1 + 4'b1;
				if (q_actAD1 >= 4'd6) begin
					DIR<= 1'b1; 
				end
				else 	begin DIR<= 1'b0;end
			end
		else
		begin q_nextAD1 = 0; DIR<= 1'b0;end
	end
	else begin  q_nextAD1 = 0; 	DIR <= 1'b0; end
end
endmodule
`timescale 1ns / 1ps
module Tiempo_escrituravb(
		input wire clkW,
		input wire enW,
		input resetW,
		output reg CS,
		output reg RD,
		output reg WR,
		output reg data, 
		output reg AD
    );
reg [3:0]q_actW, q_nextW,q_actAD1,q_nextAD1;
always@(posedge clkW,posedge resetW)
	if(resetW) begin
		q_actW <= 4'b0;
		q_actAD1 <=4'b0;
		end
	else begin
		q_actW <= q_nextW;
		q_actAD1 <= q_nextAD1; end
always@*
begin
	if(enW) begin
		if( q_actW <=1001) begin
			q_nextW = q_actW + 4'b1;
			if (q_actW <= 4'b1000) begin
				AD<= 1'b1;end
			else 	AD <= 1'b0; 
		end
		else 	AD <= 1'b0;AD <= 1'b0; 
	end
	else begin q_nextW = 0;	AD <= 1'b0;end
end
always@*
begin
		if(enW) begin
		if(q_actW <=1001) begin
			q_nextW = q_actW + 4'b1;
			if (q_actW  <= 4'b1000) begin
				RD<= 1'b1;end
			else 	RD <= 1'b0; 
		end
		else 	RD <= 1'b0;
	end
	else begin q_nextW = 0;	RD <= 1'b0;end
end
always@*
begin
	if(enW)
		begin 
		if(q_actW  <=1001) begin
			q_nextW = q_actW + 4'b1;
				if (q_actW  >= 4'b0010) begin
					WR<= 1'b0; 
						if (q_actW  >= 4'b0111) begin 
							WR<= 1'b1; end
						else
							WR<= 1'b0; 
				end
				else 	WR<= 1'b1;
			end
			else q_nextW = q_actW; WR<= 1'b0; 
	end	
		else begin q_nextW = 0;	WR <= 1'b0;end
end
always@*
begin
		if(enW)
		begin 
		if(q_actW  <=1001) begin
			q_nextW = q_actW + 4'b1;
				if (q_actW  >= 4'b0001) begin
					CS<= 1'b0; 
						if (q_actW  >= 4'b1000) begin 
							CS<= 1'b1; end
						else
							CS<= 1'b0; 
				end
				else 	CS<= 1'b1;
			end
			else q_nextW = q_actW; CS<= 1'b0;
	end
	else begin q_nextW = 0;	CS <= 1'b0;end
end
always@*
begin
		if(enW)
		begin 
		if(q_actAD1 <=4'd11) begin
				q_nextAD1 = q_actAD1 + 4'b1;
				if (q_actAD1 >= 4'd6) begin
					data<= 1'b1; 
				end
				else 	begin data<= 1'b0;end
			end
		else
		begin q_nextAD1 = 0; data<= 1'b0;end
	end
	else begin  q_nextAD1 = 0; 	data <= 1'b0; end
end
endmodule
`timescale 1ns / 1ps
module contador_inicializacion(
input En,
input clk,
input reset,
output [2:0] salida 
    );
reg [2:0]q_act, q_next;
always@(posedge clk,posedge reset)
	if(reset) begin
		q_act<= 0;end
	else
		q_act <= q_next;
always@*
begin
	if(En)
		begin
			q_next = q_act + 1'b1;
		end
		else 
			q_next = 1'b0;
end
assign salida = q_act;
endmodule	
`timescale 1ns / 1ps
module contador_para_wr_in(
input En,
input clk,
input reset,
output [2:0] salida 
    );
reg [2:0]q_act, q_next;
always@(posedge clk,posedge reset)
	if(reset) begin
		q_act<= 0;end
	else
		q_act <= q_next;
always@*
begin
	if(En)
	begin
		q_next = q_act + 1'b1;
	end
	else 
		q_next = 1'b0;
end
assign salida = q_act;
endmodule
`timescale 1ns / 1ps
module control_inicio(
input En,
input clk,
input reset,
output [5:0] salida 
    );
reg [5:0]q_act, q_next;
always@(posedge clk,posedge reset)
	if(reset) begin
		q_act<= 0;end
	else
		q_act <= q_next;
always@*
begin
	if(En)
	begin
		if(salida <= 6'd48) 
				begin
					q_next = q_act + 6'b1;
				end
		else 
		q_next = 6'b0;
	end
	else 
		q_next =6'b0;
end
assign salida = q_act;
endmodule	
`timescale 1ns / 1ps
module deco_control_inicio(
input [5:0] count,
output CLK1,
output  CLK2);
reg CLK1ac;
reg CLK2ac;
always@*
begin
	case(count)
			7'd0: begin
						CLK1ac <=1'b1;
						CLK2ac <=1'b0;
						end
			7'd11:
				begin
						CLK1ac <=1'b0;
						CLK2ac <=1'b0;
						end
			7'd23:
				begin	
						CLK1ac <=1'b0;
						CLK2ac <=1'b1;
						end
			7'd35:
				begin
						CLK1ac <=1'b0;
						CLK2ac <=1'b0;
						end
			default : begin
					CLK1ac <=CLK1ac;
					CLK2ac <= CLK2ac;
					end
		endcase
end
assign	CLK1 = CLK1ac;
assign	CLK2 = CLK2ac;
endmodule
`timescale 1ns / 1ps
module deco_inicio( 
input en,
output reg [7:0]datos,
input[2:0] cuenta
    );
always@*
begin
	if(en)
	begin
	case (cuenta) 
				3'b000 : datos = 8'h2; 
				3'b001 : datos = 8'h2; 
				3'b010 : datos = 8'h10; 
				3'b011 : datos = 8'h0;	 
		default datos= 8'h0;
		endcase
		 end
	else 
	datos= 8'h0;
end
endmodule
`timescale 1ns / 1ps
module mux_inicio(
    input [7:0] In_data,
    input [7:0] In_dir,
	 output reg [7:0] Out_RTC,
	 input Sel1,
	 input Sel2,
	 input  AD1, RD1, CS1, WR1, AD2, RD2, CS2, WR2,
	output reg AD, RD, CS ,WR
    );
	 always@*
	 begin 
		if(Sel1==1 || Sel2==1) begin
					if(Sel2) begin 
						Out_RTC = In_data;
							AD = AD2; 
							RD = RD2; 
							CS = CS2; 
							WR = WR2;
						end
					else if(Sel1)begin 
						Out_RTC = In_dir;
						AD = AD1; 
						RD = RD1; 
						CS = CS1; 
						WR = WR1;
				end
					else begin
						Out_RTC=1;
						AD = 1; 
						RD = 1; 
						CS = 1; 
						WR = 1;end
		end
		else
			begin 
				Out_RTC=7'b1;
				AD = 1; 
				RD = 1; 
				CS = 1; 
				WR = 1; end
	end
endmodule
$ cat run.sh
#!/bin/bash
# OpenROAD 26Q1-2900-gdf79404cd8, Yosys 0.63+post, stock flow scripts
make -C /OpenROAD-flow-scripts/flow DESIGN_CONFIG=/design/flow/config.mk WORK_HOME=/design/flow/orfs finish
$ cat config.mk
export PLATFORM = sky130hd
export DESIGN_NAME = Inicio
export DESIGN_NICKNAME = Inicio
export VERILOG_FILES = /design/flow/design.v
export SDC_FILE = /design/flow/constraint.sdc
export NUM_CORES = 4
export LEC_CHECK = 1
export CORE_UTILIZATION = 30
$ cat constraint.sdc
current_design Inicio

set clk_period 1.5
set clk_io_pct 0.2

create_clock -name clk0 -period $clk_period [get_ports {clki}]

set non_clock_inputs [all_inputs -no_clocks]
set_input_delay [expr $clk_period * $clk_io_pct] -clock clk0 $non_clock_inputs
set_output_delay [expr $clk_period * $clk_io_pct] -clock clk0 [all_outputs]
==> impl_results.rst <==
Flow metrics
------------

.. list-table::
   :header-rows: 1

   * - Metric
     - Value
   * - Number of routed nets with antenna violations
     - 0
   * - Combinational Area
     - 829.5 sq um
   * - Area after DPL
     - 1842 sq um
   * - Antenna diode count
     - 0
   * - PwrDens
     - 267.0 nW/um^2
   * - Count of unclocked register or latch pins
     - 24
   * - Endpoints left unconstrained
     - 26
   * - Stage-log warning count
     - 37
   * - DR vias/cell
     - 4.242
   * - Share of the cycle needed by the critical path after routing
     - 96.58%
   * - CTS Hold Bufs
     - 0
   * - Crit Path Class
     - input pin to primary output
   * - Overall power of the completed layout
     - 518.5 uW
   * - Endpoint kind of the worst setup timing path
     - primary output
   * - CP max stage cell
     - sky130_fd_sc_hd__clkdlybuf4s50_1
   * - Highest net fanout along the worst path
     - 4
   * - Die Y
     - 75.81 microns
   * - CP required
     - 1.20 ns
   * - Cell count after placement
     - 252
   * - Fraction of final layout cells with drive strength greater than 1
     - 12.90%
   * - Endpoints failing setup
     - 0
   * - Average cell area after synthesis
     - 9.556 sq um
   * - Yosys stat chip area
     - 1634 sq um
   * - Min setup slack post-route
     - 0.05129 ns
   * - Routability congestion estimate
     - 0.7781
   * - Cell total in the yosys stat output
     - 171
   * - Total track usage
     - 9.631%
   * - Total via count after detailed routing
     - 1086
   * - Final Instance Area
     - 1942 sq um
   * - Max_slew headroom
     - 55.11%
   * - Sum of routed wire length over all layers
     - 2480 microns
   * - Seq cells post-synth
     - 30
   * - Layout Area Growth over Synthesis
     - 18.84%
   * - Most used logic cell in the final layout
     - sky130_fd_sc_hd__dfrtp_1
   * - Post-synth design cell area
     - 1634 sq um
   * - Sequential cell area
     - 730.7 sq um
   * - Crit path DAT
     - 1.15 ns
   * - Maximum clock skew at final layout
     - 0.002951 ns
   * - Vias in the first global route
     - 1026
   * - Syn. warnings
     - 20
   * - Clock buffer depth
     - 2
   * - Tmin final
     - 1.449 ns
   * - CTS H-tree depth
     - 1
   * - Setup WS pre-CTS
     - -0.6338 ns
   * - Setup TNS
     - 0 ns
   * - Fin cells
     - 256
   * - Core region area
     - 5172 sq um
   * - Finished Core Util
     - 37.54%
   * - Cell count after synthesis
     - 171
   * - Number of antenna violations at the first check in global routing
     - 0
   * - Horiz. Die Dim
     - 75.81 microns
   * - Transition time at the pin with the least slew margin
     - 0.6728 ns
   * - First-pass GRT wire length
     - 4305 microns
   * - Root buffer cell
     - sky130_fd_sc_hd__clkbuf_8
   * - Kind of start point of the critical path
     - input pin
   * - Final count of pins violating max slew
     - 0
   * - Drt wl/cell
     - 9.688 microns
   * - Sequence of cells on the critical path
     - buf_8, nand2_4, nor3b_2, clkdlybuf4s50_1
   * - Tightest hold margin
     - 0.3077 ns
   * - Congestion Overflow GR
     - 0
   * - # fillers
     - 496
   * - Final routed DRC violation total
     - 0
   * - Largest net degree at the start of global routing
     - 23
   * - Leakage dissipation
     - 0.9415 nW
   * - Final tally of hold violations
     - 0
   * - Outcome
     - completed
   * - Peak VDD IR
     - 0.4096 mV
   * - Maximum Capacitance Violations
     - 0
   * - Number of buffers created by CTS
     - 3
   * - Die outline area
     - 5746 sq um
   * - Worst hold-check path type
     - input pin to asynchronous set/reset pin
   * - Hpwl dp
     - 1849 microns
   * - Number of DRC markers after the initial detailed-route iteration
     - 37
   * - # IOs
     - 16
   * - Floorplan Utilization
     - 31.59%
   * - Number of placement rows
     - 26
   * - Cell Type Count
     - 34
   * - Commonest cells after routing, fill and taps aside
     - sky130_fd_sc_hd__dfrtp_1 (28), sky130_fd_sc_hd__nor2_1 (23), sky130_fd_sc_hd__ha_1 (19), sky130_fd_sc_hd__inv_1 (18)
   * - Count of input and output buffers
     - 13
   * - Clock tree from TritonCTS
     - built
   * - Critical Path Max Stage Delay
     - 0.48 ns
   * - CTS clock-pin slew for the worst setup and hold paths
     - 0.04 ns
   * - Fmax
     - 0.6903 GHz
   * - Worst skew pair latency
     - 0.22 ns
   * - Number of iterations in the first detailed-routing pass
     - 4
[where the power goes]
group | total (mW) | internal (mW) | switching (mW)
clock | 0.237 | 0.172 | 0.0654
sequential | 0.185 | 0.176 | 0.00918
combinational | 0.0961 | 0.0433 | 0.0528
total | 0.518 | 0.391 | 0.127
[synthesized netlist by cell type]
cell type	number	area [sq um]
sky130_fd_sc_hd__conb_1	1	3.750
sky130_fd_sc_hd__nor2b_1	2	12.51
sky130_fd_sc_hd__a31o_2	2	17.52
sky130_fd_sc_hd__nor2_1	23	86.33
sky130_fd_sc_hd__a21oi_2	1	8.760
sky130_fd_sc_hd__xor2_1	3	26.28
sky130_fd_sc_hd__or4_4	1	11.26
sky130_fd_sc_hd__nor3b_1	2	15.01
sky130_fd_sc_hd__and2_1	4	25.02
sky130_fd_sc_hd__nand3_1	4	20.02
sky130_fd_sc_hd__o21ai_0	5	25.02
sky130_fd_sc_hd__dlxtn_1	2	30.03
sky130_fd_sc_hd__or3_1	2	12.51
sky130_fd_sc_hd__nand2_1	8	30.03
sky130_fd_sc_hd__nand3_2	1	10.01
sky130_fd_sc_hd__nor3_1	3	15.01
sky130_fd_sc_hd__clkbuf_1	1	3.750
sky130_fd_sc_hd__nand2b_1	4	25.02
sky130_fd_sc_hd__ha_1	19	237.7
sky130_fd_sc_hd__o31ai_2	1	12.51
sky130_fd_sc_hd__o21ai_1	2	10.01
sky130_fd_sc_hd__buf_2	2	10.01
sky130_fd_sc_hd__and4_1	1	8.760
sky130_fd_sc_hd__dfrtp_1	28	700.7
sky130_fd_sc_hd__xnor2_1	7	61.31
sky130_fd_sc_hd__inv_2	2	7.510
sky130_fd_sc_hd__o21bai_1	3	22.52
sky130_fd_sc_hd__and3b_1	1	8.760
sky130_fd_sc_hd__and3_1	4	25.02
sky130_fd_sc_hd__inv_1	18	67.56
sky130_fd_sc_hd__o22ai_1	1	6.260
sky130_fd_sc_hd__buf_4	4	30.03
sky130_fd_sc_hd__nand3b_1	1	7.510
sky130_fd_sc_hd__a21oi_1	8	40.04
[worst paths after layout]
path | from | end | cells after the start | slack [ns]
setup / recovery | EN | datainicio[6] | 4 | 0.05
max in group asynchronous | reset | Cuentainicio.q_act[1] | 2 | 0.98
hold / removal | reset | Cuentainicio.q_act[2] | 2 | 0.31
min in group clk0 | Cuentainicio.q_act[0] | Cuentainicio.q_act[0] | 1 | 0.51
setup reg to reg | Cuentainicio.q_act[0] | Cuentainicio.q_act[3] | 5 | 0.23
hold reg to reg | Cuentainicio.q_act[0] | Cuentainicio.q_act[0] | 1 | 0.51
[per-layer routing]
metal / routed length [microns] / up-vias / part of all wire, % / global-route usage (%)
li1: - / 573 / - / -
met1: 1364 / 497 / 55 / 14.92
met2: 1050 / 16 / 42 / 15.93
met3: 65 / 0 / 2.6 / 0.8043
met4: 0 / 0 / 0 / 0.6173
met5: 0 / - / 0 / 0
[logic make-up after synthesis]
family	after synthesis	share of synthesized area [%]
adders and majority gates	19	14.55
latches	2	1.838
buffers and inverters	27	7.274
and+or+nand+nor	61	19.14
DFF	28	42.88
other	1	0.2295
AOI/OAI and AO/OA	23	8.729
xor gates and xnor gates	10	5.360
[sequential cells by signal (all words and copies together), names as in the netlist]
register,flops
Principal.cuenta_dir.q_act,3
Principal.DIR.q_actAD,4
Cuentainicio.q_act,6
Principal.datos.q_actAD1,4
DecoInicio.CLK2ac,1
DecoInicio.CLK1ac,1
Principal.otrocontador.q_act,3
Principal.datos.q_actW,4
Principal.DIR.q_actAD1,4
[timing repair]
item / in CTS / in global routing
pin swaps: 5 / 2
setup endpoints to repair: 9 / 6
gates resized: 16 / 7
setup buffers: 2 / 0
[critical path: cells and delay by family]
family                 cells  cell delay (ns)
buffers and inverters      2             0.57
AND/OR/NAND/NOR            2             0.28
[cell type report]
class | instances | area share [%]
clock buffer | 3 | 2.126
inverter | 20 | 3.866
multi-input combinational | 115 | 42.72
sequential | 30 | 37.63
tap | 70 | 4.510
timing repair buffer | 18 | 9.149
Power is estimated from default activity; no workload was simulated.
